<file path="./run.sh">
#!/bin/bash
# OpenROAD 26Q1-2900-gdf79404cd8, Yosys 0.63+post, stock flow scripts
make -C /OpenROAD-flow-scripts/flow DESIGN_CONFIG=/design/flow/config.mk WORK_HOME=/design/flow/orfs finish
</file>
<file path="./config.mk">
export PLATFORM = sky130hd
export DESIGN_NAME = seg7
export DESIGN_NICKNAME = seg7
export VERILOG_FILES = /design/flow/design.v
export SDC_FILE = /design/flow/constraint.sdc
export NUM_CORES = 4
export LEC_CHECK = 1
export CORE_AREA = 10 10 70 70
export DIE_AREA = 0 0 80 80
</file>
<file path="./constraint.sdc">
current_design seg7

set clk_period 1.2
set clk_io_pct 0.2

create_clock -name clk0 -period $clk_period

set non_clock_inputs [all_inputs -no_clocks]
set_input_delay [expr $clk_period * $clk_io_pct] -clock clk0 $non_clock_inputs
set_output_delay [expr $clk_period * $clk_io_pct] -clock clk0 [all_outputs]
</file>
<file path="./design.v">
module seg7 (
	input logic [3:0] bcd
	,output logic [6:0] leds
	);
	always_comb begin
		case (bcd)
			4'b0000: leds = ~7'b0111111;  
			4'b0001: leds = ~7'b0000110;  
			4'b0010: leds = ~7'b1011011;  
			4'b0011: leds = ~7'b1001111;  
			4'b0100: leds = ~7'b1100110;  
			4'b0101: leds = ~7'b1101101;  
			4'b0110: leds = ~7'b1111101;  
			4'b0111: leds = ~7'b0000111;  
			4'b1000: leds = ~7'b1111111;  
			4'b1001: leds = ~7'b1101111;  
			default: leds = 7'bX;  
		endcase
	end
endmodule
module seg7_tb();
	logic [3:0] bcd;
	logic [6:0] leds;
	seg7 dut (.bcd, .leds);
	integer i;
	initial begin
		bcd[0] = 1'b0;
		bcd[1] = 1'b0;
		bcd[2] = 1'b0;
		bcd[3] = 1'b0;
		for(i = 0; i < 16; i++) begin
			bcd[3:0] = i; #10;
		end
	end
endmodule   
</file>
==> summary.txt <==
impl run done, here's what came out: wire per inst 7.65 microns, first-pass GRT wire length 1010 microns, Unique cell types 10, Hold Crit Start bcd[3], period utilisation layout 0.994, Yosys warning count 1, P&R area growth vs syn 194%, I/O Buffers 11, HPWL after detailed placement 506 microns, fin util 0.134, CP required 0.96 ns, layout cell share with drive strength beyond 1 0.842, Pwr Total 118 uW, sequential fraction of the synthesis area 0, crit end category output port, # Cells Yosys 21, switch share 0.414, Chip Area 0.00640 sq mm, initial antenna violation count 0, most common cell in the netlist ha_1, total core area 0.00342 sq mm, sequential share of power 0, HP Class in2out, via count 205, hold buffers post-CTS 0, worst-margin pin slew 0.104 ns, maxcap violations 0, Synth top area share 0.403, critical setup path kind in2out, chip height 80 microns, DRC Markers 0, area post-placement 360 sq um, startpoint types input port, max-slew violations 0, 1st-iter DRT viols 2, Pre-antenna DRT Iters 2, io pins 11, Design Area, Final 457 sq um, synth cell count leaders ha_1 (5), a21oi_1 (4), All-Layer GR Usage 0.0194, row count 21, tool warnings 38, pin count of the biggest net entering global routing 9, net load switching power 48.6 uW, register area 0 sq um, GR Overflow Total 0, GP Congestion 0.659, clock buf count 0, Relative slew margins 0.929, diodes inserted 0, Hold Crit Depth 3, vias in the first global route 217, fill cell count 396, syn avg cell area 7.39 sq um, WHS 0.801 ns, Peak VDD IR 40.7 uV, DRT antenna net count 0, critical-path maximum fanout 3, Hold EP leds[2], Syn Std Cell Area 155 sq um, pwr dens 257 mW/mm^2, sequential cell count 0, FMAX 839 MHz, status finished clean, Vias/cell 2.44, unrepaired setup endpoints after global routing true, Static Leakage 0.184 nW, minimum clock period 1.19 ns, top cell type by total area after synthesis ha_1, final setup fails 0, drt total wl 643 microns, Clock Power Share 0, die width 80 microns, synthesized instance count 21, endpoints failing hold 0, Chip Area, Yosys 155 sq um, Worst Path Arrival 0.95 ns, Pint 68.9 uW, fp_density 0.0454, Gate power share 1.000, ranking of synthesized cells by area ha_1 (40%), a21oi_1 (13%), nand2b_1 (8.1%)
routing by layer:
layer | vias up | track usage | wire [microns]
met3 | 0 | 0.00341 | 47
li1 | 105 | - | -
met5 | - | 0 | 0
met2 | 5 | 0.0385 | 355
met1 | 95 | 0.0218 | 240
met4 | 0 | 0 | 0
power groups by stage:
stage	combinational, mW	sequential [mW]	clock, mW
4_1_cts	0.104	0	0
5_1_grt	0.129	0	0
6_report	0.118	0	0
cells by family (layout without fill, tap and decap cells):
group	Yosys count	in the layout	synth area share
buf+inv	2	19	0.0484
simple gates	9	9	0.355
compound gates	4	4	0.129
mux	1	1	0.0645
fa+ha+maj	5	5	0.403
layout make-up:
class	instances	area, sq um	area share
multi-input cells	19	241	0.529
repair buffers	17	135	0.296
well taps	46	57.6	0.126
inverters	2	22.5	0.0493
cells in the final DEF, fill, tap and decap left out:
master,n
buf_2,6
ha_4,4
buf_4,4
a21oi_2,3
inv_8,2
or2_1,2
nand2b_4,2
buf_8,2
buf_6,2
nand2_2,1
nor2b_4,1
mux2i_1,1
nor3b_2,1
and2_4,1
nand2_1,1
a21oi_1,1
ha_2,1
clkbuf_4,1
clkbuf_2,1
clkdlybuf4s15_1,1
worst max-delay path by stage:
| stage | cells after the start | start | slack [ns] | end |
|---|---|---|---|---|
| after CTS | 6 | bcd[0] | -0.01 | leds[5] |
| after global routing | 6 | bcd[0] | -0.02 | leds[3] |
| final | 6 | bcd[0] | 0.007 | leds[5] |
critical path: stages:
cell     delay (ns)
buf_8          0.09
inv_8          0.03
ha_2           0.16
or2_1          0.22
a21oi_2        0.11
buf_2          0.10
metrics by stage:
| stage | setup WS (ns) | cells | setup TNS (ns) |
|---|---|---|---|
| 2_1_floorplan | 0.160 | 21 | 0 |
| 3_3_place_gp | -0.892 | 83 | -5.50 |
| 3_5_place_dp | -0.898 | 83 | -5.46 |
| 4_1_cts | -0.0148 | 84 | -0.0148 |
| 5_1_grt | -0.0198 | 84 | -0.0341 |
| 6_report | 0.00749 | 84 | 0 |
what timing repair did:
item,CTS,global route
setup endpoints to repair,7,7
setup buffers,1,0
hold endpoints to repair,0,0
resized,59,11
pin swaps,7,4
No activity file was given, so power comes from the tool's default toggle rates.
