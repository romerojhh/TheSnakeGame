==> ./run.sh <==
#!/bin/bash
# OpenROAD 26Q1-2900-gdf79404cd8, Yosys 0.63+post, stock flow scripts
make -C /OpenROAD-flow-scripts/flow DESIGN_CONFIG=/design/flow/config.mk WORK_HOME=/design/flow/orfs finish
==> ./config.mk <==
export PLATFORM = sky130hd
export DESIGN_NAME = addNgen
export DESIGN_NICKNAME = addNgen
export VERILOG_FILES = /design/flow/design.v
export SDC_FILE = /design/flow/constraint.sdc
export NUM_CORES = 4
export LEC_CHECK = 1
export CORE_AREA = 10 10 94 94
export DIE_AREA = 0 0 104 104
==> ./constraint.sdc <==
current_design addNgen

set clk_period 39.5
set clk_io_pct 0.2

create_clock -name clk0 -period $clk_period

set non_clock_inputs [all_inputs -no_clocks]
set_input_delay [expr $clk_period * $clk_io_pct] -clock clk0 $non_clock_inputs
set_output_delay [expr $clk_period * $clk_io_pct] -clock clk0 [all_outputs]
==> ./design.v <==
module addNgen #(parameter N=32) (
  output logic OF, CF         
  ,output logic [N-1:0] S     
  ,input logic sub            
  ,input logic [N-1:0] A, B   
  );
  logic [N:0]  C;           
  genvar i;
  generate
    for(i=0; i<N; i=i+1) begin : adders
      fulladd fadd (C[i+1],S[i],C[i],A[i],sub^B[i]);
    end
  endgenerate
  assign C[0] = sub;
  assign CF   = C[N];
  assign OF   = C[N] ^ C[N-1];
endmodule
module addNgen_tb();
  logic OF, CF;
  logic [31:0] S;
  logic sub;
  logic [31:0] A, B;
  always_comb begin
    A = 'd12;
    B = 'd13;
    sub = 1'b0;
  end
  addNgen #(.N(32)) dut (.*);
endmodule
module fulladd (
  output logic cout, s
  ,input logic cin, a, b
  );
  always_comb begin
    {cout, s} = cin + a + b;
  end
endmodule
module fulladd_tb();
  logic cin, a, b;
	logic cout, s;
	fulladd dut (.*);
	integer i;
	logic [2:0] in;
	initial begin
		for(i = 0; i < 8; i++) begin
			in[2:0] = i; #10;
			cin = in[2];
			a = in[1];
			b = in[0];
		end
	end
endmodule
==> impl_metrics.toml <==
# implementation run metrics
[run_status]
status = "complete, no violations"

[synthesis]
ys.warnings.count = 1
yosysTopAreaCellShare_pct = 42.9
yosysTopAreaCell = "fa_1"
postSynthSeqShare_pct = 0
synth_cells = 161
synth.distinct_cells = 9
syn_area_sq_um = 1450
synth_stat.cells = 161
ys_sh_aoi_pct = 0
logic_family = "adder cells"
synthSimpleGateAreaFrac_pct = 0
synthMuxAreaShare_pct = 0.778
top_cells_by_count = "60 x inv_1, 32 x buf_4, 31 x fa_1"
area_leaders = "fa_1 43%, xnor2_1 18%, buf_4 17%"
ys_area_sq_um = 1450
xor_share_pct = 20.0
most_common_cell = "inv_1"
synthAdderAreaFrac_pct = 42.9
avgSynthCellArea_sq_um = 8.99

[drt]
via_per_inst = 3.28
m1WireLength_um = 1300
dr_total_vias = 1052
detail-route-antenna-nets = 0
dr_wl_met3_um = 462
met2RoutedLength_um = 1700
drt-initial-drc-count = 9
wl_per_cell_um = 10.8
drc = 0
top_layer_used = "met3"
insertedDiodeCount = 0
wl_um = 3460
drt_first_pass_iters = 2

[sta]
slew_headroom_pct = 65.9
final_hold_viol_count = 0
setup_viol_count_final = 0
fin_crit_ps = 28990
setup_ws_ps = 10510
worstMarginPinSlew_ps = 512
rsz0062_at_grt = "no"
period_used_pct = 73.4
tns_ps = 0
fmax_ghz = 0.0345
slew_violations = 0

[setup_path]
crit_type = "input port to primary output"
worst_path_largest_cell_delay_ps = 490
arrival_ps = 21090
cp-start-kind = "input port"
crit_buf_inv = 6
cpMaxStageDelayCell = "clkdlybuf4s50_1"
critPathCaptureType = "primary output"
crit_path_frequent_cell = "fa_1"
crit_path_max_fanout = 32
worstPathRequired_ps = 31600
crit_family = "adder cells"

[finish]
seq_cell_count = 0
nClkBuffers = 0
regArea_sq_um = 0
layout-drive-gt1-share_pct = 1.33
syn_to_final_growth_pct = 56.1
fillers = 732

[clock_network]
postCtsSetupRepairBufs = 0
ctsResizeCount = 0
holdBufCountCts = 0

[die]
initCoreUtil_pct = 21.2
core_area_sq_um = 6830
dieArea_sq_um = 10800
floorplan.rows = 30
ios = 99
die_height_um = 104
die_w_um = 104

[flow_run]
tool_warnings = 32
maxCapViolations = 0

[power_and_ir_drop]
power.density_nw_per_um2 = 19.4
p_leak_uw = 0.00102
peakVddDrop_v = 0.00000765
total_power_uw = 43.8

[global_route]
grt_usage_pct = 6.46
antenna_found_initial = 0
grt_pass1_wl_um = 5760
grt_start_max_net_pins = 33
grt_pass1_vias = 1132
grt_overflow_total = 0

[place]
place_ws_ps = 10380
hpwlAfterDp_um = 3280
port_buffers = 99
place_congestion = 0.714

[hold_path]
min_path_type = "input port to primary output"
## tightest hold or removal path: stages
cell and delay (ps):
clkdlybuf4s50_1 500, xor2_1 70, clkdlybuf4s50_1 410
## area by class of cell
class	instances	area, sq um	share of cell area [%]
inverter	60	225	9.97
tap	96	120	5.32
timing repair buffer	100	993	44.0
multi-input combinational	65	921	40.8
## placed cells by master (no fill, tap or decap)
cell             Yosys  layout
buf_2                0       1
inv_1               60      60
fa_1                31      31
buf_4               32       1
xor2_1               4       4
mux2_2               1       1
clkdlybuf4s50_1      0      98
xnor2_1             29      29
## per-stage QoR
stage          std cells  util (%)  area, sq um  hold slack, ps
3_3_place_gp         321      33.1         2260           16780
2_1_floorplan        161         -         1450           15950
6_report             321      33.1         2260           16790
4_1_cts              321      33.1         2260           16790
5_1_grt              321      33.1         2260           16820
3_5_place_dp         321      33.1         2260           16780
## kinds of logic after synthesis
| logic type | count (synthesis) |
|---|---|
| mux | 1 |
| xor+xnor | 33 |
| buf+inv | 96 |
| fa+ha+maj | 31 |
## power breakdown
group          switching (uW)  internal, uW  total [uW]
combinational            13.3          30.4        43.8
sequential                  0             0           0
clock                       0             0           0
total                    13.3          30.4        43.8
## routing by layer
layer | up-vias | global-route usage [%]
met3 | 0 | 3.45
met2 | 54 | 10.7
met4 | 0 | 0
li1 | 516 | -
met5 | - | 0
met1 | 482 | 7.73
## final timing paths
check,slack [ps],start,cells after the start,end
worst min-delay path,16790,B[0],3,S[0]
worst max-delay path,10510,sub,39,OF
Power and IR drop assume default switching activity.
